File: /design/flow/run.sh
#!/bin/bash
# OpenROAD 26Q1-2900-gdf79404cd8, Yosys 0.63+post, stock flow scripts
make -C /OpenROAD-flow-scripts/flow DESIGN_CONFIG=/design/flow/config.mk WORK_HOME=/design/flow/orfs finish
File: /design/flow/config.mk
export PLATFORM = sky130hd
export DESIGN_NAME = GestionMemLibre
export DESIGN_NICKNAME = GestionMemLibre
export VERILOG_FILES = /design/flow/design.v
export SDC_FILE = /design/flow/constraint.sdc
export NUM_CORES = 4
export LEC_CHECK = 1
export CORE_UTILIZATION = 30
File: /design/flow/constraint.sdc
current_design GestionMemLibre

set clk_period 3.6
set clk_io_pct 0.2

create_clock -name clk0 -period $clk_period [get_ports {Clk}]

set non_clock_inputs [all_inputs -no_clocks]
set_input_delay [expr $clk_period * $clk_io_pct] -clock clk0 $non_clock_inputs
set_output_delay [expr $clk_period * $clk_io_pct] -clock clk0 [all_outputs]
File: /design/flow/design.v
module GestionMemLibre (Clk, AdModulo, AdMax, DataBusOut,DataOutTir, DataBusIn, AdMem, RW, Latch,Reset);
parameter ETAT1 = 0;		
parameter ETAT2 = 1;		
parameter ETAT3 = 2;		
parameter ETAT4 = 3;		
parameter ETAT5 = 4;		
parameter ETAT6 = 5;
parameter ETAT7 = 6;
parameter ETAT8 = 7;
parameter ETAT9 = 8;
parameter ETAT10 =9;
parameter ETAT11 = 10;
parameter ETAT12 = 11;
parameter ETAT13 = 12;
parameter ETAT14 = 13;
parameter ETAT15 = 14;
parameter ETAT16 = 15;
parameter SIZE_MEM =90;
input Clk, Reset;
input [6:0] AdModulo;	
input [6:0] AdMax;		
input [6:0] DataBusOut;
output [6:0] DataOutTir;
output [6:0] DataBusIn;
output [6:0] AdMem;
output RW;
output Latch;
reg Latch = 0;
reg RW = 0;
reg [6:0] DataOutTir;
reg [6:0] DataBusIn;
reg [6:0] AdMem;
reg [4:0] EtatActuel;
reg [4:0] EtatFutur;
reg [6:0] OldAdModulo =0;
reg [6:0] i;
always@(negedge (Clk))
begin
		if (EtatActuel ==  ETAT1)
        begin 
				if(AdModulo != OldAdModulo)
					begin
						EtatActuel <= ETAT2;
						OldAdModulo <= AdModulo;
					end
				end
				else
				begin
	EtatActuel <= EtatFutur;
	end
end
always@(EtatActuel)
begin
	case(EtatActuel)
		ETAT2 : 
				begin
				AdMem <= OldAdModulo;
				RW <= 1;
				end
		ETAT3 :
				begin
				Latch <= 1;
				end
		ETAT4 : 
				begin
				Latch <= 0;
				end
		ETAT5 : 
				begin
					DataOutTir <= DataBusOut;
				end
		ETAT6 : 
				begin
				AdMem <= (SIZE_MEM -1) - AdMax;
				RW <= 0;
				end
		ETAT7 :
				begin
				Latch <= 1;
				end
		ETAT8 : 
				begin
				Latch <= 0;
				end
		ETAT9 :
				begin
					DataBusIn <= DataBusOut;
					AdMem <= OldAdModulo;
					RW <= 1;
				end 
		ETAT10 : 
				begin
				Latch <= 1;
				end 
		ETAT11 :
			   begin
				Latch <= 0;
				end
		ETAT12 :
				begin
					i = i+1;
				end
		ETAT13:
				begin
				DataBusIn = i+1;
				AdMem = i;
				RW = 1;
				end 
		ETAT14:
				begin
				Latch = 1;
				end 
		ETAT15:
				begin
				Latch = 0;
				end 
		ETAT16:
				begin
				i = 0;
				end
		default : Latch <= 0; 
		endcase
end
always@(EtatActuel,AdModulo)
begin
if(Reset == 1)
begin
	EtatFutur <= ETAT16;
end
else
begin
	case (EtatActuel)
		ETAT1 :
				begin
				EtatFutur <= ETAT1;
				end
		ETAT2 : 
				begin
				EtatFutur <= ETAT3;
				end
		ETAT3 :
				begin
				EtatFutur <= ETAT4;
				end
		ETAT4 : 
				begin
				EtatFutur <= ETAT5;
				end
		ETAT5 : 
				begin
				EtatFutur <= ETAT6;
				end
		ETAT6 : 
				begin
				EtatFutur <= ETAT7;
				end
		ETAT7 : 
				begin
				EtatFutur <= ETAT8;
				end
		ETAT8 : 
				begin
				EtatFutur <= ETAT9;
				end
		ETAT9 : 
				begin
				EtatFutur <= ETAT10;
				end
		ETAT10 : 
				begin
				EtatFutur <= ETAT11;
				end
		ETAT11 : 
				begin
				EtatFutur <= ETAT1;
				end
		ETAT12 :
				begin
					if(i >= SIZE_MEM-1)
					begin
					EtatFutur <= ETAT1;
					end
					else 
					begin
					EtatFutur <= ETAT13;
					end
				end
		ETAT13:
				begin
				EtatFutur <= ETAT14;
				end 
		ETAT14:
				begin
				EtatFutur <= ETAT15;
				end 
		ETAT15:
				begin
				EtatFutur <= ETAT12;
				end 
		ETAT16:
				begin
				EtatFutur <= ETAT12;
				end
		default : EtatFutur <= ETAT1;	
	endcase
end
end
endmodule
==> metrics.yaml <==
layout-drive-gt1-share_pct: 4.701
untimed_endpoints: 53
synth.avg_cell_area_um2: 10.24
fp.dieW_um: 76.37
unclocked_pins: 30
fp_util_pct: 31.87
drt-vias-per-instance: 4.470
synth-edff-count: 7
holdCritPathClass: "flop to flop"
drt_first_pass_iters: 4
synthArstFlopShare_pct: 0
cpPeakStageDelay_ns: 0.47
adder_share_pct: 2.262
tritoncts: "done"
via_count: 1359
yosys_cells: 162
cp_max_fo: 8
coreArea_um2: 5205
wl_per_cell_um: 11.17
clk_latency_ns: 0.33
place.gp.congestion: 0.7723
ant_nets: 0
grt_max_degree: 24
grt_usage_pct: 12.46
hpwl_mm: 2.575
worst_pin_slew_ns: 0.8150
yosys.area_share.simple_pct: 15.76
synth_cell_types: 36
mux_share_pct: 1.810
ir_drop_v: 0.0002947
finalMaxSlewViolations: 0
fin_total_pwr_w: 0.0007579
post-route-util_pct: 45.10
cp_data_required_time_ns: 1.83
powerDensity_nw_per_um2: 322.9
hold_viol_final: 0
cp_top_family: "AND-OR/OR-AND gates"
log.warning_count: 49
grt_overflow: 0
clock-skew-final_ns: 0.008040
port_buffers: 45
synthToLayoutAreaGrowth_pct: 41.48
syn_inst: 162
grt_pass1_wl_mm: 5.761
cts.htree.levels: 1
die_h_um: 76.37
clk_pin_slew_ns: 0.03
clockBufferDepth: 2
status: "complete, no violations"
cp.arrival_ns: 1.73
maxCapViolCount: 0
cp-end-kind: "flop"
grt_pass1_vias: 1311
drt-total-wl_mm: 3.397
std_cell_rows: 26
ys_ff: 53
ios: 46
whs_ns: 0.4508
rsz0062_at_grt: "no"
path_buffers: 1
antenna_cells: 0
cts_hold_buf: 0
ys_top_logic_family: "simple AND/OR/NAND/NOR gates"
setup_violations: 0
cts_buffers: 3
cp_slowest_cell: "o41a_1"
leakage_nw: 1.058
max-slew-margin-rel_pct: 45.60
dieArea_um2: 5832
cts.root.buffer_cell: "clkbuf_8"
netlist_area_um2: 1659
antenna_found_initial: 0
yosys.area_share.aoi_pct: 11.69
drt_iter0_markers: 42
ff_type: "dlxtn_1"
path_cells: "dlygate4sd2_1 > xnor2_1 > nand4_1 > o41a_1"
synth_warnings: 8
synth_xor_xnor_area_share_pct: 6.863
drc: 0
crit_path_start_kind: "input port"
critPathKind: "input port to flop"
ys_chip_area_um2: 1659
final timing paths:
check | start | to | slack, ns | depth (start not counted)
worst max-delay path | AdModulo[2] | OldAdModulo[1] | 0.10 | 4
worst min-delay path | EtatActuel[4] | EtatActuel[12] | 0.45 | 1
worst max register to register | EtatActuel[3] | EtatActuel[15] | 1.88 | 3
worst min register to register | EtatActuel[4] | EtatActuel[12] | 0.45 | 1
layout make-up:
class | count | area [µm²]
timing repair buffer | 50 | 483.0
sequential | 53 | 980.9
inverter | 6 | 22.52
fill | 511 | 2858
multi-input combinational | 98 | 636.9
clock buffer | 3 | 41.29
tap | 70 | 87.58
clock inverter | 24 | 95.09
cells by family after synthesis:
group	Yosys count
latches	30
muxes	3
buffers and inverters	11
DFF	23
adders and majority gates	3
AOI/OAI and AO/OA	29
xor gates and xnor gates	13
and+or+nand+nor	50
Yosys cell counts, types with 2 or more instances:
cell / count / share of area, %
a21oi_1: 6 / 1.8
a22oi_1: 5 / 2.3
a31oi_1: 2 / 0.75
clkbuf_1: 4 / 0.90
dfxtp_1: 16 / 19
dlxtn_1: 23 / 21
dlxtp_1: 7 / 6.3
edfxtp_1: 7 / 13
ha_1: 3 / 2.3
inv_1: 7 / 1.6
mux2i_1: 3 / 1.8
nand2_1: 6 / 1.4
nand3_1: 3 / 0.90
nand3b_1: 2 / 0.90
nor2_1: 18 / 4.1
nor2b_1: 10 / 3.8
o21ai_0: 7 / 2.1
or3_1: 2 / 0.75
or4_1: 3 / 1.4
xnor2_1: 7 / 3.7
xor2_1: 6 / 3.2
repair_timing:
action | in CTS | in global routing
cloned | 0 | 0
setup endpoints to repair | 8 | 7
gates resized | 6 | 1
buffers inserted | 1 | 0
pin swaps | 3 | 1
per-stage QoR:
stage | TNS (ns) | std cells | setup slack, ns | cell area [µm²]
2_1_floorplan | 0 | 162 | 0.1310 | 1659
3_5_place_dp | -3.925 | 277 | -0.4752 | 2212
3_3_place_gp | -3.714 | 277 | -0.4413 | 2212
4_1_cts | 0 | 304 | 0.02310 | 2345
5_1_grt | 0 | 304 | 0.01294 | 2347
6_report | 0 | 304 | 0.1003 | 2347
layer usage:
metal / up-vias / track usage (%) / share of wire (%)
li1: 711 / - / -
met5: - / 0 / 0
met2: 37 / 20.18 / 47
met4: 0 / 2.885 / 0.56
met3: 2 / 2.920 / 4.4
met1: 609 / 17.42 / 48
sequential cells by signal (all words and copies together), names as in the netlist:
register / cells
OldAdModulo: 7
Latch: 1
DataOutTir: 7
DataBusIn: 7
i: 7
AdMem: 7
RW: 1
EtatActuel: 16
report_power, final:
part | switching [W] | total [W] | internal [W] | leakage (nW)
sequential | 0.0000447 | 0.000368 | 0.000323 | 0.432
combinational | 0.0000550 | 0.000130 | 0.0000750 | 0.477
clock | 0.000147 | 0.000260 | 0.000113 | 0.148
total | 0.000247 | 0.000758 | 0.000511 | 1.06
placed cells by master (no fill, tap or decap), drive strengths merged, types with 7 or more instances in the layout:
master / netlist / routed
o21ai: 7 / 7
clkdlybuf4s50: 0 / 38
xnor2: 7 / 7
nor2b: 10 / 10
edfxtp: 7 / 7
a21oi: 7 / 7
dlxtn: 23 / 23
dlxtp: 7 / 7
dfxtp: 16 / 16
inv: 7 / 29
nor2: 18 / 18
No activity file was given, so power comes from the tool's default toggle rates.
