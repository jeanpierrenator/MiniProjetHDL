==> design.v <==
module ConvertisseurBCD(binaireIn,bcdOut);
    input [7:0] binaireIn;
    output [7:0] bcdOut;
    reg [7 : 0] bcdOut; 
    reg [3:0] i;   
     always @(binaireIn)
        begin
            bcdOut = 0; 
            for (i = 0; i < 8; i = i+1) 
            begin
                bcdOut = {bcdOut[7:0],binaireIn[7-i]}; 
                if(i < 7 && bcdOut[3:0] > 4) 
                    bcdOut[3:0] = bcdOut[3:0] + 3;
                if(i < 7 && bcdOut[7:4] > 4)
                    bcdOut[7:4] = bcdOut[7:4] + 3;
            end
        end     
endmodule
==> run.sh <==
#!/bin/bash
# OpenROAD 26Q1-2900-gdf79404cd8, Yosys 0.63+post, stock flow scripts
make -C /OpenROAD-flow-scripts/flow DESIGN_CONFIG=/design/flow/config.mk WORK_HOME=/design/flow/orfs finish
==> config.mk <==
export PLATFORM = sky130hd
export DESIGN_NAME = ConvertisseurBCD
export DESIGN_NICKNAME = ConvertisseurBCD
export VERILOG_FILES = /design/flow/design.v
export SDC_FILE = /design/flow/constraint.sdc
export NUM_CORES = 4
export LEC_CHECK = 1
export CORE_AREA = 10 10 70 70
export DIE_AREA = 0 0 80 80
==> constraint.sdc <==
current_design ConvertisseurBCD

set clk_period 5.0
set clk_io_pct 0.2

create_clock -name clk0 -period $clk_period

set non_clock_inputs [all_inputs -no_clocks]
set_input_delay [expr $clk_period * $clk_io_pct] -clock clk0 $non_clock_inputs
set_output_delay [expr $clk_period * $clk_io_pct] -clock clk0 [all_outputs]
==> node_exporter_impl.prom <==
# HELP chip_impl_metric Yosys and OpenROAD flow results
# TYPE chip_impl_metric gauge
chip_impl_metric{name="drc",unit=""} 0
chip_impl_metric{name="dp.cells",unit=""} 238
chip_impl_metric{name="layout_worst_path_cycle_share",unit="%"} 98.5
chip_impl_metric{name="num-fill-cells",unit=""} 267
chip_impl_info{name="timing.hold.worst.start",value="binaireIn[0]"} 1
chip_impl_metric{name="routedWlPerCell",unit="µm"} 13.2
chip_impl_metric{name="combinational_group_share_of_total_power",unit="%"} 100.0
chip_impl_metric{name="pwr-share-seq",unit="%"} 0
chip_impl_metric{name="synth.distinct_cells",unit=""} 58
chip_impl_metric{name="num_io_pins",unit=""} 16
chip_impl_info{name="rsz0062_at_grt",value="true"} 1
chip_impl_metric{name="final.setup.tns",unit="ns"} 0
chip_impl_metric{name="core_area",unit="µm²"} 3420
chip_impl_metric{name="first_global_vias",unit=""} 1275
chip_impl_metric{name="post_route_cells_drive_above_1_share",unit="%"} 61.6
chip_impl_metric{name="grt_use_total",unit="%"} 10.3
chip_impl_metric{name="final-max-slew-violation-count",unit=""} 0
chip_impl_metric{name="sequential_cell_area",unit="µm²"} 0
chip_impl_metric{name="report.final.setup_viol",unit=""} 0
chip_impl_metric{name="drt-total-wl",unit="mm"} 3.50
chip_impl_metric{name="crit_required",unit="ns"} 4.00
chip_impl_metric{name="fp_util",unit="%"} 29.3
chip_impl_metric{name="ratio_of_routed_vias_to_standard_cells",unit=""} 5.08
chip_impl_metric{name="holdPathStages",unit=""} 0
chip_impl_metric{name="internal-power",unit="mW"} 0.178
chip_impl_info{name="critical_path.top_delay_family",value="adder cells"} 1
chip_impl_info{name="worst_path_max_delay_cell",value="o31a_1"} 1
chip_impl_metric{name="synth_warnings",unit=""} 1
chip_impl_metric{name="fin_total_pwr",unit="mW"} 0.302
chip_impl_metric{name="slew_worst_pin",unit="ns"} 0.422
chip_impl_metric{name="clock_buffers",unit=""} 0
chip_impl_metric{name="die_y",unit="µm"} 80
chip_impl_metric{name="p_sw",unit="mW"} 0.124
chip_impl_metric{name="grt_remaining_overflow",unit=""} 0
chip_impl_metric{name="tool_warnings",unit=""} 40
chip_impl_metric{name="timing.final.hold_violations",unit=""} 0
chip_impl_metric{name="peakVddDrop",unit="mV"} 0.117
chip_impl_metric{name="syn-cell-area",unit="µm²"} 1000
chip_impl_metric{name="route.antenna.remaining_nets",unit=""} 0
chip_impl_metric{name="maxClockFrequency",unit="GHz"} 0.203
chip_impl_metric{name="fin_crit",unit="ns"} 4.92
chip_impl_metric{name="synth_cells",unit=""} 137
chip_impl_metric{name="drt_pass1_iterations",unit=""} 4
chip_impl_metric{name="synth.avg_cell_area",unit="µm²"} 7.32
chip_impl_metric{name="maximum_number_of_pins_on_one_net_before_global_route_repair",unit=""} 14
chip_impl_metric{name="gpl.final_weighted_congestion",unit=""} 0.894
chip_impl_metric{name="postSynthSeqShare",unit="%"} 0
chip_impl_metric{name="yosysCellCount",unit=""} 137
chip_impl_metric{name="area_delta_synth_final",unit="%"} 99.5
chip_impl_metric{name="port-buffer-count",unit=""} 14
chip_impl_info{name="cell_breakdown_of_the_critical_path",value="buf_6 -> inv_4 -> ha_4 -> inv_2 -> ha_4 -> buf_8 -> xnor2_4 -> buf_6 -> nand3_4 -> o31a_1 -> o221ai_2 -> ha_2 -> inv_2 -> ha_4 -> xor2_2 -> ha_2 -> o21bai_4 -> buf_6 -> mux2i_1 -> buf_2"} 1
chip_impl_info{name="worstSetupPathType",value="in2out"} 1
chip_impl_metric{name="dp.final_hpwl",unit="mm"} 2.27
chip_impl_metric{name="die_width",unit="µm"} 80
chip_impl_info{name="critical_path.endpoint_type",value="output port"} 1
chip_impl_metric{name="critical_path_maximum_fanout",unit=""} 4
chip_impl_info{name="status",value="completed"} 1
chip_impl_metric{name="power_frac_clock",unit="%"} 0
chip_impl_metric{name="worst_ep_arrival_time",unit="ns"} 3.92
chip_impl_metric{name="first_iter_violations",unit=""} 78
chip_impl_info{name="timing.critical_path.from_type",value="input pin"} 1
chip_impl_metric{name="sequential_cell_count",unit=""} 0
chip_impl_metric{name="maxCapViolations",unit=""} 0
chip_impl_metric{name="switching_share_of_power",unit="%"} 41.2
chip_impl_metric{name="pwr_density_cell",unit="nW/µm²"} 151
chip_impl_metric{name="worst_path_largest_cell_delay",unit="ns"} 0.29
chip_impl_metric{name="layoutNonFillerInstCount",unit=""} 265
chip_impl_info{name="worstHoldPathType",value="in2out"} 1
chip_impl_metric{name="grt_pass1_wl",unit="mm"} 5.75
chip_impl_metric{name="antenna-diode-count",unit=""} 0
chip_impl_metric{name="timing.slew.headroom",unit="%"} 71.8
chip_impl_metric{name="antenna_found_initial",unit=""} 0
chip_impl_metric{name="timing.critical_path.buf_inv",unit=""} 8
chip_impl_info{name="whs_endpoint",value="bcdOut[0]"} 1
chip_impl_metric{name="routed-via-count",unit=""} 1347
chip_impl_metric{name="chip_footprint",unit="µm²"} 6400
chip_impl_metric{name="row_count",unit=""} 21
chip_impl_metric{name="static-leakage-power",unit="nW"} 0.868
chip_impl_metric{name="ys_chip_area",unit="µm²"} 1000
timing repair:
item | in CTS | in global routing
pin swaps | 28 | 8
hold buffers | 0 | 0
setup endpoints to repair | 7 | 7
gates resized | 62 | 27
gates cloned | 0 | 0
setup buffers | 20 | 7
cell usage in the layout (no fill, tap or decap), types with 4 or more instances in the layout:
cell type	count
a21oi_1	6
buf_4	71
buf_6	9
clkdlybuf4s50_1	4
dlygate4sd2_1	4
ha_2	4
ha_4	4
nand2_1	7
nor2_1	6
o21ai_1	4
cells in the mapped netlist (2+ instances only):
cell type  instances  area [µm²]
o21ai_1            4        20.0
mux2_2             2        22.5
or2_1              2        12.5
inv_1              8        30.0
a21oi_1            7        35.0
nor3_1             4        20.0
buf_2              4        20.0
clkbuf_1           5        18.8
a211oi_1           3        22.5
nand3_1            5        25.0
xnor2_1            3        26.3
nor2b_1            3        18.8
ha_1               9         113
o31a_1             2        17.5
nand2_1            7        26.3
nor2_1             9        33.8
o21bai_1           2        15.0
o21ai_0            6        30.0
nor4_1             3        18.8
and2_1             2        12.5
nand2b_1           4        25.0
o211ai_1           3        22.5
nand4_1            2        12.5
o221ai_1           2        17.5
nor3b_1            3        22.5
logic make-up (layout without fill, tap and decap cells):
group / Yosys count / count (layout) / share of synthesized area [%]
xor gates and xnor gates: 7 / 7 / 8.99
adders and majority gates: 10 / 10 / 12.4
buffers and inverters: 20 / 102 / 9.11
AOI/OAI and AO/OA: 44 / 44 / 34.7
and+or+nand+nor: 52 / 52 / 30.5
muxes: 4 / 4 / 4.37
power by group through the flow:
| stage | Sequential [mW] | Combinational [mW] | Clock (mW) |
|---|---|---|---|
| CTS | 0 | 0.282 | 0 |
| global route | 0 | 0.328 | 0 |
| finish | 0 | 0.302 | 0 |
routing by layer:
layer  vias to the layer above  wire [µm]  track usage (%)
li1                        672          -                -
met1                       642       1770             15.2
met2                        31       1570             16.9
met3                         2        140            0.227
met4                         0         14            0.528
met5                         -          0                0
how the worst max path moves through the flow:
stage,from,to,cells past startpoint
5_1_grt,binaireIn[6],bcdOut[6],20
4_1_cts,binaireIn[6],bcdOut[5],20
6_report,binaireIn[6],bcdOut[6],20
through the flow:
stage	hold slack [ns]	util [%]	setup WS [ns]	instance area, µm²
global placement	2.00	45.4	-0.706	1550
floorplan	2.07	-	0.0428	1020
detailed placement	2.00	45.4	-0.782	1550
finish	2.00	58.5	0.0775	2000
CTS	2.00	55.3	-0.0647	1890
global route	2.00	58.5	-0.0652	2000
layout make-up:
type	instances	area (µm²)	area share, %
Multi-Input combinational cell	117	1140	57.0
Timing Repair Buffer	94	764	38.2
Inverter	8	37.5	1.88
Tap cell	46	57.6	2.88
Power is estimated from default activity; no workload was simulated.
