`/design/flow/design.v`:
```
module Memory(latch,RW,DataBusIn,DataBusOut,addIn);
parameter BUS_SIZE = 7;
parameter MEMORY_SIZE = 90;
parameter BLOCK_SIZE = 7;
parameter POL_LATCH =1;
parameter POL_RW = 1;
input latch,RW;
input[(BUS_SIZE-1):0] addIn;
input [(BUS_SIZE-1):0] DataBusIn;
wire ilatch,iRW;
output [(BUS_SIZE-1):0] DataBusOut;
reg [(BUS_SIZE-1):0] DataBusOut;
reg [(BLOCK_SIZE-1):0] memory[0:(MEMORY_SIZE-1)];
assign ilatch = (POL_LATCH == 1)?latch : ~latch;
assign iRW = (POL_RW == 1)?RW : ~RW;
always @(posedge(ilatch))
begin
	if(iRW)
	begin
		DataBusOut <= memory[addIn];
	end
	else
	begin 
		memory[addIn] <= DataBusIn;
	end
end
endmodule 
```
`/design/flow/run.sh`:
```
#!/bin/bash
# OpenROAD 26Q1-2900-gdf79404cd8, Yosys 0.63+post, stock flow scripts
make -C /OpenROAD-flow-scripts/flow DESIGN_CONFIG=/design/flow/config.mk WORK_HOME=/design/flow/orfs finish
```
`/design/flow/config.mk`:
```
export PLATFORM = sky130hd
export DESIGN_NAME = Memory
export DESIGN_NICKNAME = Memory
export VERILOG_FILES = /design/flow/design.v
export SDC_FILE = /design/flow/constraint.sdc
export NUM_CORES = 4
export LEC_CHECK = 1
export CORE_UTILIZATION = 50
```
`/design/flow/constraint.sdc`:
```
current_design Memory

set clk_period 9.4
set clk_io_pct 0.2

create_clock -name clk0 -period $clk_period [get_ports {latch}]

set non_clock_inputs [all_inputs -no_clocks]
set_input_delay [expr $clk_period * $clk_io_pct] -clock clk0 $non_clock_inputs
set_output_delay [expr $clk_period * $clk_io_pct] -clock clk0 [all_outputs]
```
==> impl_metrics.yaml <==
# generated from flow reports
floorplanning:
  num_rows: 81
  die_h_microns: 225.7
  ios: 23
  fp.dieW_microns: 225.7
  fp_util_pct: 50.90
  core_area_sq_mm: 0.04915
  chipArea_sq_mm: 0.05094
place:
  place_hpwl_microns: 37140
  placed_area_sq_mm: 0.02581
  gp_congestion: 0.9735
  port_buffers: 22
pwr:
  irDropWorstVdd_mv: 0.1523
  p_leak_nw: 8.699
  pwr_density_cell_mw_per_mm2: 214.0
cells_and_area:
  seq_area_sq_mm: 0.01913
  logic_area_sq_mm: 0.005378
  area_growth_pct: 11.47
  final_cell_mix: "edfxtp_1 (637), nor2_1 (109), mux4_2 (97), nand2_1 (76), clkbuf_16 (67)"
  drive_above_1_share_pct: 18.67
  layout_top_cell: "edfxtp_1"
  nFillCells: 3613
  design_area_sq_mm: 0.02789
final_timing:
  fin_crit_sh_pct: 50.38
  worst_pin_slew_ns: 1.032
  rsz0062_at_grt: "no"
  hold_viol_final: 0
  finalCriticalPeriod_ns: 4.735
  setup_viol_count_final: 0
  maxSlewViolCount: 0
  timing.slew.headroom_pct: 30.70
  skew_ns: 0.02963
  fin_setup_tns_ns: 0
  fmax_mhz: 211.2
synthesis:
  synthesis.area_sq_mm: 0.02502
  edf_count: 637
  ys_seq_elements: 637
  ys_async_sr_fraction_pct: 0
  ys_cells: 1314
  synth_cell_types: 57
  ys_seq_share_pct: 76.46
  ys.flop_type: "edfxtp_1"
  ys_area_sq_mm: 0.02502
  synthCells: 1314
  avgSynthCellArea_sq_um: 19.04
  ys_warn_count: 1
worst_setup_path:
  path_max_fanout: 54
  critPathArrivalTime_ns: 5.18
  setup.worst_path.start_class: "input port"
  required_ns: 9.84
  cp-end-kind: "register"
  critical_path_class: "input port to register"
routing:
  wire_per_inst_microns: 29.34
  ant_nets: 0
  viasPerCell: 6.218
  drt_wl_total_microns: 60820
  drcViolationCount: 0
  detail_route.first_pass.iterations: 7
  drtIter0Drc: 1013
  antenna_cells: 0
  vias: 12890
clock_tree:
  numClockSinks: 637
  post_cts_buffers: 0
  clk_latency_ns: 0.60
  cts-root-buf: "clkbuf_16"
  cts_resized: 0
  cts_made_buffers: 66
  holdBufCountCts: 0
  cts_tree: "done"
  path_clk_slew_ns: 0.06
  h-tree-depth: 3
  clk_path_buf_depth: 3
global_route:
  grt_pass1_vias: 13710
  met1_usage_pct: 43.40
  grtUsageMet2_pct: 38.61
  grt_max_degree: 64
  grt-ovfl-total: 0
  grt_usage_pct: 27.84
  grt_pass1_wl_microns: 89760
  antenna_found_initial: 0
  grt_busiest_layer: "met1"
  grt_use_met3_pct: 16.51
min_path:
  hold_path.class: "register to register"
flow_run:
  warning_count: 25
  drv_cap: 0
outcome:
  outcome: "finished, final reports clean"
[area by class of cell]
class,count,area share [%]
clock buffer,86,6.267
clock inverter,31,1.189
inverter,4,0.05384
multi-input combinational,593,19.28
sequential,637,68.59
tap,664,2.979
timing repair buffer,58,1.642
[state kept, by name, indices dropped and copies added (netlist names)]
| name | cells |
|---|---|
| memory | 630 |
| DataBusOut | 7 |
[kinds of logic after synthesis]
kind of cell,after synthesis,share of synthesized area (%)
AND-OR/OR-AND,171,5.211
AND/OR/NAND/NOR,244,4.151
buffers and inverters,84,2.080
multiplexers,178,12.10
flip-flops,637,76.46
[final timing paths]
kind / to / start / slack, ns / cells after the start
setup / recovery: DataBusOut[1] / addIn[2] / 4.66 / 8
hold reg to reg: DataBusOut[3] / memory[88][3] / 0.86 / 4
setup reg to reg: DataBusOut[6] / memory[77][6] / 7.03 / 6
hold / removal: DataBusOut[3] / memory[88][3] / 0.86 / 4
[routing by layer]
metal	vias to the layer above	share of wire, %
li1	5501	-
met4	0	2.5
met5	-	0
met1	6518	38
met3	111	14
met2	760	46
[cell usage after synthesis (2+ instances only)]
master,n,area [sq um]
edfxtp_1,637,19130
nor2_1,110,412.9
mux4_2,97,2185
nand2_1,76,285.3
mux2i_1,55,550.5
a221oi_1,42,367.9
mux2_2,25,281.5
a22oi_1,24,180.2
buf_2,23,115.1
clkbuf_1,23,86.33
buf_4,18,135.1
a31oi_1,16,100.1
a21oi_1,13,65.06
buf_6,13,146.4
nand3_1,13,65.06
o22ai_1,12,75.07
nor2b_1,11,68.82
o21ai_0,10,50.05
o211ai_1,9,67.56
nor3_1,8,40.04
a211oi_1,6,45.04
nand2b_1,6,37.54
o221ai_1,6,52.55
and3_1,5,31.28
a32oi_1,4,35.03
and2_1,4,25.02
nor4_1,4,25.02
o311ai_0,4,35.03
a22o_1,3,26.28
inv_1,3,11.26
a2111oi_0,2,17.52
a221o_1,2,20.02
a41oi_1,2,17.52
buf_1,2,7.510
o2111ai_1,2,17.52
or2_2,2,12.51
or3_1,2,12.51
[critical path, stage by stage]
cell,delay [ns]
clkbuf_8,0.40
buf_4,0.58
nor2b_2,0.84
a221oi_1,0.28
a221oi_1,0.49
o21ai_0,0.29
o2111a_1,0.20
nor3_1,0.17
[report_power, final]
| group | internal (W) | switching [W] | total, W | leakage [nW] |
|---|---|---|---|---|
| registers | 0.00314 | 0.00000463 | 0.00315 | 5.73 |
| clock network | 0.00148 | 0.00104 | 0.00252 | 1.01 |
| logic | 0.0000971 | 0.000204 | 0.000301 | 1.96 |
| total | 0.00472 | 0.00125 | 0.00597 | 8.70 |
[metrics by stage]
stage | util (%) | total power, W | cells | hold slack (ns) | setup slack, ns
after floorplan | - | 0.003371 | 1314 | 0.6975 | 5.249
after global placement | 52.51 | 0.003504 | 1956 | 0.8175 | 4.108
after detailed placement | 52.51 | 0.003506 | 1956 | 0.8287 | 4.093
after CTS | 56.74 | 0.006011 | 2073 | 0.8459 | 4.708
after global routing | 56.74 | 0.006146 | 2073 | 0.9043 | 4.488
final | 56.74 | 0.005969 | 2073 | 0.8600 | 4.665
Power is estimated from default activity; no workload was simulated.
